==> /design/flow/design.v <==
`timescale 1ns / 1ps
module deserializer(
    input logic clock,
    input logic enable,
    input logic dataIn,
    output logic [15:0] dataOut,
    output logic done,
    output logic LRSEL
    );
    parameter WORD_LENGTH = 16;
    parameter SYSTEM_FREQUENCY = 100000000;
    parameter SAMPLING_FREQUENCY = 1000000;
    reg [WORD_LENGTH-1:0] counter; 
    always@(posedge clock) begin
    LRSEL = 0; 
    if(enable)
        dataOut[counter] <= dataIn;
        counter <= counter + 1;
    end
    always@(negedge clock) begin
        if(enable)
            if(counter == WORD_LENGTH -1)
                done <= 1;
            else
                done <= 0;
    end
endmodule
==> /design/flow/run.sh <==
#!/bin/bash
# OpenROAD 26Q1-2900-gdf79404cd8, Yosys 0.63+post, stock flow scripts
make -C /OpenROAD-flow-scripts/flow DESIGN_CONFIG=/design/flow/config.mk WORK_HOME=/design/flow/orfs finish
==> /design/flow/config.mk <==
export PLATFORM = sky130hd
export DESIGN_NAME = deserializer
export DESIGN_NICKNAME = deserializer
export VERILOG_FILES = /design/flow/design.v
export SDC_FILE = /design/flow/constraint.sdc
export NUM_CORES = 4
export LEC_CHECK = 1
export CORE_UTILIZATION = 40
==> /design/flow/constraint.sdc <==
current_design deserializer

set clk_period 4.1
set clk_io_pct 0.2

create_clock -name clk0 -period $clk_period [get_ports {clock}]

set non_clock_inputs [all_inputs -no_clocks]
set_input_delay [expr $clk_period * $clk_io_pct] -clock clk0 $non_clock_inputs
set_output_delay [expr $clk_period * $clk_io_pct] -clock clk0 [all_outputs]
==> results.toml <==
# physical design summary
[worst_setup_path]
rr_startpoint = "counter[6]"
worst-r2r-setup-slack_ns = 0.51
worst-setup-path-type = "register to primary output"
startpoint_type = "register"
rr_endpoint = "done"
slowest_stage = "edfxtp_1"
path_buffers = 1
path_max_fanout = 1
critPathTopFamily = "flip-flops"
crit_required_ns = 3.28
end_kind = "primary output"
worstPathCellList = "dlymetal6s2s_1"
cpPeakStageDelay_ns = 0.41
cp.arrival_ns = 2.96
rr_worst_depth = 3

[detailed_routing]
drc = 0
via_per_inst = 5.54
dr.pass1.iters = 4
drt_iter0_markers = 97
num_vias = 1601
n_antenna_cell = 0
routedWlPerCell_um = 14.1
drt-total-wl_mm = 4.09
ant_nets = 0

[grt]
grt_pass1_wl_mm = 6.82
overflow = 0
met2_usage_pct = 21.7
grt_antenna_before_repair = 0
grt_usage_pct = 17.1
grtUsageMet3_pct = 3.64
grt_pass1_vias = 1363
grtUsageMet1_pct = 31.1
grt_max_degree = 21
busiest_layer = "met1"

[floorplanning]
fp_util_pct = 41.9
design.core.area_um2 = 4790
rows = 25
die_h_um = 72.8
die_area_um2 = 5300
ios = 21
die_w_um = 72.8

[synth]
synth_seq_share_pct = 41.4
ys.flop_type = "edfxtp_1"
top_logic_kind = "simple AND/OR/NAND/NOR gates"
ys_sh_mux_pct = 8.98
synth_xor_xnor_area_share_pct = 7.42
ys_cells = 212
syn_inst = 212
synth.cellmix.simpleShare_pct = 25.1
ys_sh_adder_pct = 1.25
netlist_area_um2 = 2010
synth-edff-count = 17
async_flop_share_pct = 0
synth_cell_types = 47
yosysWarningCount = 1
syn_area_per_cell_um2 = 9.47
aoi_share_pct = 9.29
ys_ff = 33
synth_chip_area_um2 = 2010

[min_path]
hold_path_end = "counter[15]"
hold_path.class = "register to register"
hp-start = "counter[15]"
hold_depth = 1

[placed_design]
portBuffers = 19
post-place-cells = 281
place_hpwl_mm = 2.85
globalplace.congestion = 0.952

[cells_and_area]
layout-drive-gt1-share_pct = 6.31
instances_no_fill = 289
area_growth_pct = 14.0

[timing]
drv_slew = 0
rsz0062_at_grt = "no"
hold_viol = 0
worst_pin_slew_ns = 0.529
max_slew_margin_pct = 64.4
finalClockSkew_ns = 0.0566
setup_viol = 0
fin_tns_setup_ns = 0

[outcome]
outcome = "complete, no violations"

[clock_tree]
clk_pin_slew_ns = 0.06
cts_sinks = 33
insertion_delay_ns = 0.34
cts-buffers-inserted = 5
cts_hold_buf = 0
post_cts_resize_count = 0
cts_root_buf = "clkbuf_8"
cts_setup_buffers = 0
cts_tree = "yes"
h-tree-depth = 2
cts_buffer_depth = 2

[run]
drv_cap = 0
tool_warnings = 27

[pwr]
ir_worst_vdd_mv = 0.174
cellLeakagePower_uw = 0.000753
p_per_area_nw_per_um2 = 281
-- metrics by stage --
stage | util (%) | area, um^2 | hold slack [ns] | setup slack (ns) | power [uW]
after floorplan | - | 2010 | 0.457 | 0.784 | 380
after global placement | 46.0 | 2200 | 0.498 | 0.378 | 412
after detailed placement | 46.0 | 2200 | 0.501 | 0.390 | 413
after CTS | 47.7 | 2280 | 0.512 | 0.0270 | 650
after global routing | 47.8 | 2290 | 0.541 | 0.291 | 667
final | 47.8 | 2290 | 0.509 | 0.324 | 642
-- power by group --
part | internal [uW] | switching (uW) | total [uW]
sequential | 362 | 6.24 | 368
combinational | 25.7 | 7.96 | 33.6
clock | 119 | 122 | 241
-- metal layers --
layer	vias to the layer above	wire, um
met2	42	1620
met4	0	59
met1	734	2210
met5	-	0
li1	819	-
met3	6	198
-- how the worst max path moves through the flow --
stage         from  slack [ns]  endpoint  depth (start not counted)
finish        done        0.32      done                          1
CTS           done        0.03      done                          1
global route  done        0.29      done                          1
-- cell usage in the layout, fill, tap and decap left out, types with 3 or more instances in the layout --
master / count
xnor2_1: 12
buf_4: 3
clkbuf_8: 5
clkdlybuf4s50_1: 18
or4_1: 4
nand3_1: 13
inv_1: 7
or3_1: 4
nand2_1: 8
xor2_1: 5
dfxtp_1: 16
and3_1: 3
edfxtp_1: 17
nor2b_1: 4
nand4_1: 20
nor2_1: 10
mux2_1: 16
nor4_1: 4
nor3_1: 10
a21oi_1: 9
-- worst reg2reg max path, stage by stage, from the launching register on --
cell and delay [ns]:
dfxtp_1 0.41, nor4_1 0.55, nand3_1 0.20, nor3_1 0.25
-- synthesized netlist by cell type, types with 2 or more instances --
cell / n / area (um^2)
nand4_1: 20 / 125
edfxtp_1: 17 / 510
dfxtp_1: 16 / 320
mux2_1: 16 / 180
clkbuf_1: 13 / 48.8
nand3_1: 13 / 65.1
xnor2_1: 12 / 105
nor2_1: 10 / 37.5
nor3_1: 10 / 50.1
a21oi_1: 9 / 45.0
nand2_1: 8 / 30.0
inv_1: 7 / 26.3
xor2_1: 5 / 43.8
nor2b_1: 4 / 25.0
nor4_1: 4 / 25.0
or3_1: 4 / 25.0
or4_1: 4 / 30.0
and3_1: 3 / 18.8
buf_2: 3 / 15.0
ha_1: 2 / 25.0
nor4b_1: 2 / 17.5
o211ai_1: 2 / 15.0
o21ai_1: 2 / 10.0
o31ai_1: 2 / 15.0
o32ai_1: 2 / 17.5
-- layout make-up --
cell class,instances,area (um^2)
well taps,67,83.8
clock buffers,6,72.6
clock inverters,3,13.8
fillers,451,2500
flip-flops and latches,33,831
inverters,6,22.5
multi-input cells,152,1050
repair buffers,22,215
-- logic make-up (layout without fill, tap and decap cells) --
logic type | after synthesis | after routing
buf+inv | 27 | 37
simple gates | 89 | 89
fa+ha+maj | 2 | 2
xor+xnor | 17 | 17
mux | 16 | 16
other cells | 1 | 1
flops | 33 | 33
compound gates | 27 | 27
-- flip-flops by register name, summed over array words and instances (netlist names) --
register,flops
counter,16
dataOut,16
done,1
Power and IR drop assume default switching activity.
