==> /design/flow/run.sh <==
#!/bin/bash
# OpenROAD 26Q1-2900-gdf79404cd8, Yosys 0.63+post, stock flow scripts
make -C /OpenROAD-flow-scripts/flow DESIGN_CONFIG=/design/flow/config.mk WORK_HOME=/design/flow/orfs finish
==> /design/flow/config.mk <==
export PLATFORM = sky130hd
export DESIGN_NAME = Controller
export DESIGN_NICKNAME = Controller
export VERILOG_FILES = /design/flow/design.v
export SDC_FILE = /design/flow/constraint.sdc
export NUM_CORES = 4
export LEC_CHECK = 1
export CORE_AREA = 10 10 70 70
export DIE_AREA = 0 0 80 80
==> /design/flow/constraint.sdc <==
current_design Controller

set clk_period 1.0
set clk_io_pct 0.2

create_clock -name clk0 -period $clk_period [get_ports {clock}]

set non_clock_inputs [all_inputs -no_clocks]
set_input_delay [expr $clk_period * $clk_io_pct] -clock clk0 $non_clock_inputs
set_output_delay [expr $clk_period * $clk_io_pct] -clock clk0 [all_outputs]
==> /design/flow/design.v <==
module Controller(input logic clock, input logic reset,
                  input logic clipPlayNum, input logic clipRecordNum, input logic playButton, input logic recordButton,
                  input logic secondMarker, output logic enableDes, output logic enableS,
                  output logic enableTimer, output logic[16:0] startAddress, output logic Mem1_EN, output logic Mem2_EN,
                  output logic Mem1_WEN, output logic Mem2_WEN);
parameter standbyState = 2'b00;
parameter recordState = 2'b01;
parameter playState = 2'b10;
logic[1:0] state;
logic[1:0] next_state;
always@(*) begin
  case(state)
    standbyState: begin
      if(playButton)
        next_state = playState;
      else if(recordButton)
        next_State = recordState;
    end
    recordState: begin
      case(secondMarker)
        1'b0: begin
          next_state = recordState;
        end
        1'b1: begin
          next_state = standbyState;
        end
      endcase
    end
    playState: begin
      case(secondMarker)
        1'b0: begin
          next_state = playState;
          end
        1'b1: begin
          next_state = standbyState;
        end
      endcase
    end
  endcase
end
always@(posedge clock) begin
    if(reset)
        state <= standbyState;
    else
        state <= next_state;
end
always@(*) begin
  case(state)
    standbyState: begin
      startAddress = 17'b00000000000000000;
      enableDes = 1'b0;
      enableS = 1'b0;
      enableTimer = 1'b0;
    end
    recordState: begin
      if(clipPlayNum) begin
        Mem1_EN = 1'b0;
        Mem1_WEN = 1'b0;
        Mem2_EN = 1'b1;
        Mem2_WEN = 1'b1;
      end
      else begin
        Mem1_EN = 1'b1;
        Mem1_WEN = 1'b1;
        Mem2_EN = 1'b0;
        Mem2_WEN = 1'b0;
      end
      enableDes = 1'b1;
      enableTimer = 1'b1;
    end
    playState: begin
      if(clipPlayNum) begin
        Mem1_EN = 1'b0;
        Mem1_WEN = 1'b0;
        Mem2_EN = 1'b1;
        Mem2_WEN = 1'b0;
        end
      else begin
        Mem1_EN = 1'b1;
        Mem1_WEN = 1'b0;
        Mem2_EN = 1'b0;
        Mem2_WEN = 1'b0;
      end
      enableS = 1'b1;
      enableTimer = 1'b1;
    end
  endcase
end
endmodule
==> flow_summary_export.csv <==
group,metric,value,unit
run,warning_count,31,
timing,rsz0062_at_grt,"false",
timing,unclocked_regs,9,
worst_setup_path,criticalPathCategory,"input port to flip-flop",
route,drtIter0Drc,11,
floorplanning,die_h,80,microns
yosys,top_cells_by_area,"buf_4 29%, dlxtn_1 17%, ha_1 14%",
yosys,ys_cells,46,
outcome,status,"finished clean",
grt,grt-ovfl-total,0,
cells_and_area,final_common_cell,"conb_1",
cells_and_area,lay_top_cells,"17 x conb_1, 11 x clkdlybuf4s50_1, 5 x ha_1, 5 x dlxtn_1",
clocking,hold_buffers,0,
power_and_ir_drop,ir_worst_vdd,0.0002768,V
timing,final_hold_viol_count,0,
grt,grt_max_degree,7,
worst_setup_path,critical_path.startpoint_type,"input port",
clocking,clk_pin_slew,0.03,ns
power_and_ir_drop,combPwrFrac,16.0,%
cells_and_area,comb_area,182.7,sq um
cells_and_area,regArea,175.2,sq um
worst_setup_path,arrival,0.73,ns
route,dr.pass1.iters,2,
power_and_ir_drop,power_density,620.3,nW/um^2
grt,gr-usage-all-layers,2.369,%
grt,grt_pass1_vias,282,
timing,final.min_clock_period,0.6106,ns
clocking,cts_tree,"done",
yosys,synth_top_cell_by_area,"buf_4",
floorplanning,num_rows,21,
yosys,postSynthAreaPerCell,9.493,sq um
run,max_cap_violations,0,
route,drc,0,
timing,timing.setup.tns,0,ns
worst_setup_path,worstPathCellList,"clkdlybuf4s50_1, nor2b_1",
timing,unconstrained_endpoints,16,
worst_setup_path,critPathBufInv,1,
cells_and_area,fin_cells,105,
route,wl_per_cell,7.895,microns
yosys,syn_area,436.7,sq um
min_path,min-delay-start,"reset",
grt,antenna_found_initial,0,
route,diodes,0,
cells_and_area,final.fill_count,386,
timing,max_freq,1638,MHz
cells_and_area,syn_to_final_growth,28.08,%
power_and_ir_drop,p_int,0.0002682,W
timing,hold_ws,0.5383,ns
placement,gp_congestion,0.7230,
yosys,synthDistinctLibCells,10,
grt,grt_first_pass_wirelength,1.248,mm
route,num_vias,260,
worst_setup_path,cp-end-kind,"flip-flop",
timing,finalSetupViolations,0,
worst_setup_path,critical-path-top-delay-family,"buffers and inverters",
yosys,postSynthCellCount,46,
clocking,cts_setup_buffers,0,
min_path,hold_class,"input port to flip-flop",
clocking,htreeDepth,1,
worst_setup_path,cp.depth,2,
timing,drv_slew,0,
min_path,whs_path_depth,2,
placement,dp_hpwl,740,microns
clocking,numCtsBuffers,3,
worst_setup_path,cp_slowest_cell,"clkdlybuf4s50_1",
power_and_ir_drop,p_clk_share,53.3,%
worst_setup_path,crit_required,1.12,ns
worst_setup_path,critPathMaxStageDelay,0.48,ns
yosys,yosys_warnings,3,
power_and_ir_drop,leakagePower,0.2737,nW
clocking,postCtsResizedCells,0,
power_and_ir_drop,swShare,22.70,%
placement,numPortBuffers,11,
min_path,min_to,"state[0]",
clocking,root_buffer,"clkbuf_4",
floorplanning,core_area,3416,sq um
yosys,synth_top_area_share,29.23,%
cells_and_area,drive_gt1_share,5.085,%
timing,fin_crit_sh,61.06,%
clocking,cts_buffer_depth,2,
route,routed_wl,829,microns
floorplanning,chipArea,6400,sq um
yosys,yosys_area,436.7,sq um
power_and_ir_drop,net-switching-power,0.00007875,W
floorplanning,fp_util,12.78,%
worst_setup_path,path_max_fanout,2,
power_and_ir_drop,pwr-share-seq,30.7,%
floorplanning,boundaryPins,31,
route,ant_nets,0,
route,via_per_inst,2.476,
floorplanning,die_x,80,microns
yosys,ys_ff,11,
placement,dp.cells,102,
[sequential cells by signal, summed over array words and instances, names as in the netlist]
name and flops:
next_state 2, state 2, Mem1_EN 1, Mem1_WEN 1, Mem2_EN 1, Mem2_WEN 1
enableDes 1, enableS 1, enableTimer 1
[cell families (layout without fill, tap and decap cells)]
family | Yosys count | in the layout | synth area share [%]
fa+ha+maj | 5 | 5 | 14.33
buf+inv | 20 | 17 | 31.80
flops | 2 | 2 | 9.169
latches | 9 | 9 | 30.95
mux | 2 | 2 | 4.585
other cells | 1 | 17 | 0.8588
simple gates | 7 | 7 | 8.308
[cells in the mapped netlist, drive strengths merged]
cell / count
ha: 5
nor2b: 4
mux2i: 2
conb: 1
dlxtp: 4
dfxtp: 2
buf: 17
dlxtn: 5
inv: 3
nor2: 3
[cell type report]
cell class	count	share of cell area, %
clock buffer	3	4.027
inverter	3	2.013
multi-input combinational	31	32.66
sequential	11	31.32
tap	46	10.29
timing repair buffer	11	19.69
[metal layers]
metal  track usage, %  up-vias  part of all wire [%]
met5                0        -                     0
met2            4.013       15                    48
met4           0.7042        0                   2.3
li1                 -      131                     -
met1            2.346      112                    36
met3            1.477        2                    14
[worst max-delay path by stage]
stage / start / slack (ns) / end
finish: reset / 0.39 / state[1]
CTS: reset / 0.39 / state[1]
global route: reset / 0.37 / state[1]
[power groups by stage]
stage	registers (W)	logic (W)	clock network [W]
after CTS	0.000107	0.0000589	0.000196
after global routing	0.000107	0.0000648	0.000207
final	0.000107	0.0000554	0.000185
[metrics by stage]
stage                     worst slack, ns  utilization (%)  instance area [sq um]  power [W]
after floorplan                    0.6641                -                  496.7  0.0001751
after global placement             0.1632            15.71                  536.8  0.0001657
after detailed placement           0.1501            15.71                  536.8  0.0001664
after CTS                          0.3945            16.37                  559.3  0.0003617
after global routing               0.3744            16.37                  559.3  0.0003789
final                              0.3894            16.37                  559.3  0.0003469
No activity file was given, so power comes from the tool's default toggle rates.
