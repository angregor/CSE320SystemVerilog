==> flow/run.sh <==
#!/bin/bash
# OpenROAD 26Q1-2900-gdf79404cd8, Yosys 0.63+post, stock flow scripts
make -C /OpenROAD-flow-scripts/flow DESIGN_CONFIG=/design/flow/config.mk WORK_HOME=/design/flow/orfs finish
==> flow/config.mk <==
export PLATFORM = sky130hd
export DESIGN_NAME = addressCounter
export DESIGN_NICKNAME = addressCounter
export VERILOG_FILES = /design/flow/design.v
export SDC_FILE = /design/flow/constraint.sdc
export NUM_CORES = 4
export LEC_CHECK = 1
export CORE_AREA = 10 10 107 107
export DIE_AREA = 0 0 117 117
==> flow/constraint.sdc <==
current_design addressCounter

set clk_period 3.5
set clk_io_pct 0.2

create_clock -name clk0 -period $clk_period [get_ports {clock}]

set non_clock_inputs [all_inputs -no_clocks]
set_input_delay [expr $clk_period * $clk_io_pct] -clock clk0 $non_clock_inputs
set_output_delay [expr $clk_period * $clk_io_pct] -clock clk0 [all_outputs]
==> flow/design.v <==
module addressCounter(input logic clock, input logic reset, input logic desDone, input logic sDone,
                      input logic startCountPlay, input logic startCountRecord, input logic[16:0] startAddress, output logic[16:0] address);
always@(posedge clock) begin
  case(reset)
    1'b1: begin
      address = 0;
    end
    1'b0: begin
      if(!startCountPlay && !startCountRecord) begin
          if(sDone || desDone) begin
            address = address + 1;
          end
          else begin
            address = address;
          end
      end
      else begin
          address = startAddress;
      end
    end
  endcase
end
endmodule
==> reports/results.ini <==
[outcome]
status = finished clean

[pwr]
p_leak_nw = 0.506
ir_worst_vdd_mv = 0.0873
switchingPower_w = 0.000128
intPower_w = 0.000392
powerDensity_mw_per_mm2 = 306
seqPwrFrac_pct = 52.3
swShare_pct = 24.6
total_power_w = 0.000520
p_clk_share_pct = 27.6
combPwrFrac_pct = 20.1

[synth]
synth.ff_latch_count = 17
syn_area_per_cell_um2 = 10.5
ys_seq_share_pct = 45.4
yosysWarnings = 1
yosysChipArea_mm2 = 0.00112
yosysUniqueCellTypes = 21
syn_area_mm2 = 0.00112
ys_cells = 107
synthesis.instances = 107

[job]
warnings = 25
cap_violations = 0

[global_routing]
grt_overflow = 0
grt_max_degree = 32
antenna_found_initial = 0
gr-usage-all-layers_pct = 5.29
grt_pass1_vias = 993
grt_pass1_wl_mm = 5.65

[floorplanning]
core_area_mm2 = 0.00920
rows = 35
initial_core_util_pct = 12.2
die-height_um = 117
die-area_mm2 = 0.0137
die_w_um = 117
io_pins = 40

[sta]
fin_worst_skew_ps = 3.70
hold_viol = 0
rsz0062_at_grt = false
tightest_slew_ps = 702
final_max_slew_viol_count = 0
slew_headroom_pct = 53.1
min_period_ps = 2130
max_freq_mhz = 469
timing.setup.tns_ps = 0
min_period_over_period_pct = 60.9
hold_ws_ps = 745
setup_viol = 0

[critical_path]
path_cells = clkdlybuf4s50_1 -> buf_4 -> nor3_1 -> nand2_1
cp.arrival_ps = 2010
crit_buf_inv = 2
max_stage_delay_ps = 530
ff2ff_setup_slack_ps = 1710
crit_fanout = 18
timing.rr.end = address[8]
critPathSlowestCell = nand2_1
cp-end-kind = flop
ff2ff_path_depth = 5
path_delay_family = buffers and inverters
reg2reg_from = address[0]
startpoint_type = input pin
required_ps = 3380
crit_type = input pin to flop

[clock_tree]
cts-root-buf = clkbuf_8
htree_num_levels = 1
hold_buffers = 0
cts_sinks = 17
numCtsBuffers = 3
cts_tree = yes
cts_setup_buffers = 0
cts_resized = 0
clkTransAtPathRegs_ps = 60
clk_path_buf_depth = 2
clock_latency_ps = 250

[placed_design]
io_buffers = 39
placed_area_mm2 = 0.00165
hpwl_mm = 2.79
gp_congestion = 0.805

[route]
wl_mm = 3.50
wl_per_cell_um = 13.6
avgViaCountPerCell = 3.73
drc = 0
antenna_cells = 0
wl_met1_mm = 1.62
drt-pass1-iter-count = 4
num_vias = 963
dr_wl_met2_mm = 1.60
postRouteAntennaNets = 0
top_layer_used = met4
dr_wl_met3_um = 269
drt_iter0_drc = 63

[final_layout]
largest_reg_flops = 17
layout_top_cell = clkdlybuf4s50_1
drive_above_1_share_pct = 12.2
final_cell_mix = 39 x clkdlybuf4s50_1, 17 x edfxtp_1, 16 x nor2_1, 12 x xnor2_1, 10 x a211oi_1
area_delta_synth_final_pct = 50.9
design_area_mm2 = 0.00170

[worst_hold_path]
worstHoldStart = address[16]
whs_path_depth = 2
whs_endpoint = address[16]
hp-class = flop to flop

worst max-delay path by stage:
stage,from,endpoint,slack (ps),cells past startpoint
after CTS,reset,address[8],1330,4
after global routing,reset,address[2],1250,4
final,reset,address[16],1370,4
worst reg2reg max path: stages, from the launching register on:
cell and delay [ps]:
edfxtp_1 510, ha_1 310, nand3_1 180, nor3_1 260
xnor2_1 160, a211oi_1 100
per-layer routing:
metal | global-route usage, % | vias to the layer above
met5 | 0 | -
met1 | 7.20 | 437
met2 | 8.25 | 34
met3 | 1.81 | 2
li1 | - | 490
met4 | 0.577 | 0
cells in the mapped netlist:
library cell / n / area share (%)
a211oi_1: 10 / 6.7
a211oi_2: 3 / 3.3
a21oi_1: 2 / 0.89
a311oi_1: 2 / 1.6
buf_1: 1 / 0.33
clkbuf_1: 4 / 1.3
edfxtp_1: 17 / 45
ha_1: 1 / 1.1
inv_1: 3 / 1.0
nand2_1: 5 / 1.7
nand3_1: 7 / 3.1
nand4_1: 1 / 0.56
nand4_2: 2 / 2.2
nand4_4: 2 / 3.8
nor2_1: 17 / 5.7
nor3_1: 5 / 2.2
nor4_2: 5 / 5.6
o21ai_0: 4 / 1.8
or3_1: 3 / 1.7
xnor2_1: 12 / 9.3
xor2_1: 1 / 0.78
metrics by stage:
step | setup slack, ps | utilization, % | instances
after floorplan | 1510 | - | 107
after global placement | 1080 | 18.0 | 254
after detailed placement | 1070 | 18.0 | 254
after CTS | 1330 | 18.5 | 258
after global routing | 1250 | 18.5 | 258
final | 1370 | 18.5 | 258
layout make-up:
cell class,instances,area [um2]
Inverter,3,11.3
Tap cell,111,139
Sequential cell,17,510
Clock buffer,4,45.0
Timing Repair Buffer,41,405
Multi-Input combinational cell,82,587
Fill cell,1007,7500
cells by family (layout without fill, tap and decap cells):
group	Yosys count	in the layout	share of synthesized area, %
AND/OR/NAND/NOR	47	47	26.5
AND-OR/OR-AND	21	21	14.2
flip-flops	17	17	45.4
XOR/XNOR	13	13	10.1
buffers and inverters	8	48	2.67
adder cells (fa/ha/maj)	1	1	1.11
power groups by stage:
stage | combinational, W | clock [W] | sequential [W]
finish | 0.000105 | 0.000143 | 0.000272
CTS | 0.000108 | 0.000148 | 0.000272
global route | 0.000116 | 0.000156 | 0.000277
Power and IR drop assume default switching activity.
